===== flow/design.v =====
module MyCounter(
  input   clock,
  input   reset,
  output  io_tick
);
  reg [3:0] value;  
  wire [3:0] _value_T_1 = value + 4'h1;  
  assign io_tick = value == 4'hf;  
  always @(posedge clock) begin
    if (reset) begin  
      value <= 4'h0;  
    end else begin
      value <= _value_T_1;  
    end
  end
endmodule
module SimTop(
  input   clock,
  input   reset,
  output  io_tick
);
  wire  my_counter_clock;  
  wire  my_counter_reset;  
  wire  my_counter_io_tick;  
  MyCounter my_counter (  
    .clock(my_counter_clock),
    .reset(my_counter_reset),
    .io_tick(my_counter_io_tick)
  );
  assign io_tick = my_counter_io_tick;  
  assign my_counter_clock = clock;
  assign my_counter_reset = reset;
endmodule

===== flow/run.sh =====
#!/bin/bash
# OpenROAD 26Q1-2900-gdf79404cd8, Yosys 0.63+post, stock flow scripts
make -C /OpenROAD-flow-scripts/flow DESIGN_CONFIG=/design/flow/config.mk WORK_HOME=/design/flow/orfs finish

===== flow/config.mk =====
export PLATFORM = sky130hd
export DESIGN_NAME = SimTop
export DESIGN_NICKNAME = SimTop
export VERILOG_FILES = /design/flow/design.v
export SDC_FILE = /design/flow/constraint.sdc
export NUM_CORES = 4
export LEC_CHECK = 1
export CORE_AREA = 10 10 70 70
export DIE_AREA = 0 0 80 80

===== flow/constraint.sdc =====
current_design SimTop

set clk_period 1.1
set clk_io_pct 0.2

create_clock -name clk0 -period $clk_period [get_ports {clock}]

set non_clock_inputs [all_inputs -no_clocks]
set_input_delay [expr $clk_period * $clk_io_pct] -clock clk0 $non_clock_inputs
set_output_delay [expr $clk_period * $clk_io_pct] -clock clk0 [all_outputs]

==> flow_metrics.py <==
# Metrics from the implementation run
metrics = {
    "run": {
        "cap_violations": 0,
        "stage_log_warnings": 27,
    },
    "sta": {
        "fin_ws_ns": -0.09607,
        "maxSlewViolCount": 0,
        "maxSlewHeadroom": 0.9043,
        "max_freq_mhz": 836.1,
        "worst_slew_pin_slew_ns": 0.1431,
        "hold_viol": 0,
        "hold_slack_ns": 0.5445,
        "fin_skew_ns": 0.005163,
        "rsz0062_at_grt": "yes",
        "setup_viol": 1,
        "period_used_share": 1.087,
        "min_period_ns": 1.196,
    },
    "place": {
        "gp_congestion": 0.7278,
        "post_dp_cell_area_um2": 280.3,
        "place.detailed.instances": 68,
        "portBuffers": 2,
        "pre_cts_ws_ns": -0.2724,
        "hpwl_um": 264,
    },
    "finish": {
        "stdcell_count": 72,
        "largest_reg_flops": 4,
        "layout-drive-gt1-share": 0.6538,
        "area_growth_pct": 109.5,
        "top_register": "my_counter.value",
        "top_regs": "my_counter.value (4)",
        "finalInstanceArea_um2": 330.3,
    },
    "worst_setup_path": {
        "regToRegStartpoint": "my_counter.value[0]$_SDFF_PP0_",
        "path_class": "register to output port",
        "reg2regPathDepth": 5,
        "reg2reg_setup_slack_ns": 0.07,
        "cp-end-kind": "output port",
        "worstPathMaxFanout": 2,
        "r2r_end": "my_counter.value[2]$_SDFF_PP0_",
        "cp-start-kind": "register",
        "critical_path_arrival_ns": 0.98,
        "crit_required_ns": 0.88,
        "startpoint": "my_counter.value[0]$_SDFF_PP0_",
    },
    "pwr": {
        "vdd_drop_max_mv": 0.7796,
        "power_density_nw_per_um2": 1183,
        "p_leak_nw": 0.1275,
        "power_mw": 0.3909,
    },
    "synth": {
        "synth_cell_type_count": 8,
        "synth_cells": 14,
        "ys_chip_area_um2": 157.7,
        "synth-seq-cells": 4,
        "yosys_warnings": 1,
        "yosys-stat-cells": 14,
        "synthesis.area_um2": 157.7,
        "syn_avg_cell_area_um2": 11.26,
        "ys_seq_share": 0.5079,
    },
    "clocking": {
        "hold_buffers": 0,
        "clk_path_buf_depth": 2,
        "clk_pin_slew_ns": 0.03,
        "cts-root-buf": "clkbuf_4",
        "clock_latency_ns": 0.23,
        "numClockSinks": 4,
        "cts.htree.levels": 1,
        "cts_buffers": 3,
        "cts_tree": "done",
    },
    "grt": {
        "antenna_found_initial": 0,
        "grt_usage": 0.01230,
        "grt_pass1_wl_um": 614,
        "grt_overflow": 0,
        "grt_max_degree": 5,
        "grt_pass1_vias": 148,
    },
    "detailed_routing": {
        "diodes": 0,
        "drtAntennaViolNets": 0,
        "drt-pass1-iter-count": 4,
        "via_per_inst": 1.972,
        "via_count": 142,
        "drcViolationCount": 0,
        "routed_wirelength_um": 380,
        "wl_per_cell_um": 5.278,
        "first_iter_violations": 2,
    },
    "outcome": {
        "status": "finished, violations left",
        "violations": "setup timing",
    },
    "die": {
        "num_io_pins": 3,
        "core_area_um2": 3416,
        "rows": 21,
        "die_y_um": 80,
        "fp_util": 0.04615,
        "die_w_um": 80,
        "die-area_um2": 6400,
    },
    "hold_path": {
        "hp-class": "register to register",
        "hold_path_startpoint": "my_counter.value[0]$_SDFF_PP0_",
        "holdPathEnd": "my_counter.value[0]$_SDFF_PP0_",
        "min_path_cells": 2,
    },
}
worst max-delay path, cell delays in order (launching register included):
cell and delay (ns):
dfxtp_2 0.33, ha_4 0.16, and3_4 0.16, buf_6 0.10
cells in the mapped netlist:
| library cell | instances | area (µm²) |
|---|---|---|
| mux2_4 | 1 | 15.01 |
| xnor2_1 | 1 | 8.760 |
| nor2b_1 | 2 | 12.51 |
| dfxtp_1 | 4 | 80.08 |
| nand3_2 | 1 | 10.01 |
| nor2_1 | 3 | 11.26 |
| ha_1 | 1 | 12.51 |
| and3_2 | 1 | 7.510 |
stage by stage:
step,setup TNS [ns],utilization
3_5_place_dp,-0.3603,0.08205
6_report,-0.09607,0.09670
3_3_place_gp,-0.3187,0.08205
5_1_grt,-0.1307,0.09670
4_1_cts,-0.1065,0.09451
2_1_floorplan,0,-
cells in the final DEF (no fill, tap or decap):
cell type        n
mux2_4           1
buf_4            7
nor2b_1          2
xnor2_1          1
and3_4           1
clkbuf_4         3
dfxtp_2          2
nor2_1           3
dfxtp_1          2
clkdlybuf4s50_1  1
nand3_2          1
ha_4             1
buf_6            1
worst max-delay path by stage:
| stage | slack (ns) | end | cells past startpoint |
|---|---|---|---|
| final | -0.1 | io_tick | 3 |
| after global routing | -0.13 | io_tick | 3 |
| after CTS | -0.11 | io_tick | 3 |
power breakdown:
part           internal, mW  switching [mW]
sequential            0.157         0.00818
combinational        0.0319          0.0165
clock                 0.122          0.0557
total                 0.311          0.0804
timing repair:
action / 4_1_cts / 5_1_grt
buffers inserted: 0 / 1
pin swaps: 1 / 1
gates resized: 9 / 0
endpoints found under the setup margin: 1 / 1
kinds of logic (layout without fill, tap and decap cells):
| kind of cell | Yosys count | after routing | synth area share |
|---|---|---|---|
| xor gates and xnor gates | 1 | 1 | 0.05557 |
| adders and majority gates | 1 | 1 | 0.07935 |
| buffers and inverters | 0 | 12 | 0 |
| DFF | 4 | 4 | 0.5080 |
| muxes | 1 | 1 | 0.09521 |
| and+or+nand+nor | 7 | 7 | 0.2619 |
cell type report:
type	instances	area, µm²
sequential	4	82.58
timing repair buffer	9	73.82
tap	46	57.56
fill	407	3085
multi-input combinational	10	93.84
clock buffer	3	22.52
per-layer routing:
| layer | share of wire | global-route usage | wire length [µm] | vias up |
|---|---|---|---|---|
| li1 | - | - | - | 72 |
| met1 | 0.49 | 0.01471 | 188 | 61 |
| met2 | 0.38 | 0.01525 | 144 | 9 |
| met3 | 0.12 | 0.01250 | 46 | 0 |
| met4 | 0 | 0.001761 | 0 | 0 |
| met5 | 0 | 0 | 0 | - |
No activity file was given, so power comes from the tool's default toggle rates.
